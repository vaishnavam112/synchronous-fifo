### ./design.v
`timescale 1ns/1ps
module synchronous_fifo #(parameter DEPTH=16, DATA_WIDTH=8) (
  input clk, rst_n,
  input w_en, r_en,
  input [DATA_WIDTH-1:0] data_in,
  output [DATA_WIDTH-1:0] data_out,
  output full, empty, almost_full, almost_empty
);
  localparam PTR_WIDTH = $clog2(DEPTH);
  reg [PTR_WIDTH:0] w_ptr, r_ptr;  
  reg [DATA_WIDTH-1:0] fifo[0:DEPTH-1];  
  reg [DATA_WIDTH-1:0] temp_data_out;
  always@(posedge clk) begin
    if(!rst_n)
      w_ptr <= 0;
    else if(w_en & !full)
      w_ptr <= w_ptr + 1;
  end
  always@(posedge clk) begin
    if(!rst_n)
      r_ptr <= 0;
    else if(r_en & !empty)
      r_ptr <= r_ptr + 1;
  end
  always@(posedge clk) begin
    if(w_en & !full)
      fifo[w_ptr[PTR_WIDTH-1:0]] <= data_in;
  end
  always@(posedge clk) begin
    if(r_en & !empty)
      temp_data_out <= fifo[r_ptr[PTR_WIDTH-1:0]];
  end
  assign data_out = (r_en)? temp_data_out : 'hz;
  assign full = (w_ptr[PTR_WIDTH-1:0] == r_ptr[PTR_WIDTH-1:0]) & (w_ptr[PTR_WIDTH] ^ r_ptr[PTR_WIDTH]);  
  assign empty = (w_ptr == r_ptr);
  assign almost_empty = ((w_ptr-r_ptr)<=4);
  assign almost_full  = ((w_ptr-r_ptr)>=(DEPTH-4));
endmodule
### ./run.sh
#!/bin/bash
# OpenROAD 26Q1-2900-gdf79404cd8, Yosys 0.63+post, stock flow scripts
make -C /OpenROAD-flow-scripts/flow DESIGN_CONFIG=/design/flow/config.mk WORK_HOME=/design/flow/orfs finish
### ./config.mk
export PLATFORM = sky130hd
export DESIGN_NAME = synchronous_fifo
export DESIGN_NICKNAME = synchronous_fifo
export VERILOG_FILES = /design/flow/design.v
export SDC_FILE = /design/flow/constraint.sdc
export NUM_CORES = 4
export LEC_CHECK = 1
export CORE_UTILIZATION = 40
### ./constraint.sdc
current_design synchronous_fifo

set clk_period 4.1
set clk_io_pct 0.2

create_clock -name clk0 -period $clk_period [get_ports {clk}]

set non_clock_inputs [all_inputs -no_clocks]
set_input_delay [expr $clk_period * $clk_io_pct] -clock clk0 $non_clock_inputs
set_output_delay [expr $clk_period * $clk_io_pct] -clock clk0 [all_outputs]
==> results_dict.tcl <==
# yosys + openroad results
set metrics [dict create \
    skew_ns 0.00638 \
    synth_cell_types 39 \
    final_cell_mix "edfxtp_1, mux4_2, nand2_1, nor2_1, clkdlybuf4s50_1" \
    arrival_ns 2.77 \
    ys_warn_count 2 \
    topCombFamilyByArea "multiplexers" \
    clock_sinks 146 \
    max_freq_mhz 279 \
    io_buffers 23 \
    slew_viol_final 0 \
    drtPass1Iterations 4 \
    synth-adder-area-share_pct 2.41 \
    clock.latency.late_pin_ns 0.41 \
    fp.dieW_um 125 \
    layout-drive-gt1-share_pct 21.8 \
    status "finished, final reports clean" \
    finalHoldViolCount 0 \
    cp.required_ns 3.28 \
    dp_hpwl_um 7250 \
    cp_slowest_cell "dfxtp_1" \
    cp-start-kind "register" \
    critical-path-top-delay-family "buffers and inverters" \
    drc 0 \
    fp_util_pct 41.3 \
    ys.flops 146 \
    track_usage_pct 17.4 \
    fin_crit_sh_pct 87.4 \
    post_cts_resized 0 \
    num_rows 44 \
    yosys-stat-area_sq_um 6020 \
    layout_top_cell "edfxtp_1" \
    p_leak_uw 0.00232 \
    finalSetupViolations 0 \
    clk_pin_slew_ns 0.06 \
    wl_per_cell_um 19.9 \
    grt_pass1_wl_um 18700 \
    async_flop_share_pct 0 \
    syn_to_final_growth_pct 16.4 \
    vias 3063 \
    edf_count 136 \
    fin_setup_tns_ns 0 \
    slew_headroom_pct 38.2 \
    crit_type "reg -> out" \
    tightest_slew_ns 0.923 \
    chipArea_sq_um 15600 \
    wl_um 11500 \
    finalCriticalPeriod_ns 3.59 \
    postLayoutCellArea_sq_um 7010 \
    coreArea_sq_um 14600 \
    drtAntennaViolNets 0 \
    crit_chain "inv_2 -> ha_1 -> nand2_1 -> a21oi_1 -> mux2_2 -> a2bb2oi_1 -> clkdlybuf4s50_1" \
    synthMuxAreaShare_pct 14.0 \
    crit_path_max_fanout 12 \
    globalplace.congestion 0.819 \
    cp_num_buf_inv 2 \
    hold_path_class "reg -> reg" \
    cts_inserted_buffers 17 \
    irDropWorstVdd_uv 272 \
    syn_area_sq_um 6020 \
    fin_hold_ws_ns 0.488 \
    htree_levels 4 \
    grt_max_degree 36 \
    antenna_found_initial 0 \
    ys_seq_share_pct 71.1 \
    ys_sh_simple_pct 5.92 \
    p_total_uw 3580 \
    clockBufferDepth 2 \
    drtIter0Drc 234 \
    p_per_area_nw_per_um2 510 \
    via_per_inst 5.30 \
    cts-root-buf "clkbuf_16" \
    rsz0062_at_grt "no" \
    synth_cells 340 \
    syn_area_per_cell_sq_um 17.7 \
    grt-ovfl-total 0 \
    cts_tree "yes" \
    post-cts-setup-buffers 0 \
    nFillCells 1180 \
    placed_area_sq_um 6480 \
    endpoint_kind "output port" \
    grt_pass1_vias 3350 \
    ys_sh_xor_pct 0.872 \
    tool_warnings 28 \
    insertedDiodeCount 0 \
    io_pins 24 \
    flop_cell "edfxtp_1" \
    compound_area_share_pct 3.36 \
    cts_hold_buf 0 \
    maxCapViolations 0 \
    synth_stat.cells 340 \
    dieHeight_um 125 \
    cpPeakStageDelay_ns 0.57 \
]
final timing paths:
kind / start / to / slack (ns) / depth (start not counted)
setup / recovery: r_ptr[3] / almost_empty / 0.51 / 7
hold / removal: r_ptr[4] / r_ptr[4] / 0.49 / 2
setup reg to reg: r_ptr[3] / fifo[8][7] / 1.19 / 6
hold reg to reg: r_ptr[4] / r_ptr[4] / 0.49 / 2
metal layers:
layer	vias up	wire length, um	GRT usage [%]
met5	-	0	0
li1	1419	-	-
met1	1506	4800	26.4
met4	0	155	2.27
met3	17	1170	9.37
met2	121	5400	24.9
worst reg2reg max path, cell delays in order, from the launching register on:
cell,delay [ns]
dfxtp_1,0.57
inv_2,0.17
ha_1,0.42
nand4_2,0.20
o21a_1,0.26
nand2_1,0.21
nor2_1,0.70
registers in the layout, summed over array words and instances, names as in the netlist:
register / cells
w_ptr: 5
temp_data_out: 8
r_ptr: 5
fifo: 128
cells in the mapped netlist, types with 3 or more instances:
library cell,count,share of area [%]
xor2_1,3,0.44
a21oi_1,18,1.5
mux4_2,32,12
dfxtp_1,10,3.3
mux2i_1,11,1.8
buf_2,7,0.58
and3_1,9,0.93
ha_1,10,2.1
inv_2,5,0.31
inv_1,3,0.19
xnor2_1,3,0.44
edfxtp_1,136,68
or3_1,3,0.31
nand2_1,25,1.6
nand2b_1,4,0.42
nor2_1,25,1.6
o21ai_0,4,0.33
nor3_1,4,0.33
through the flow:
stage	setup slack, ns	util [%]	instances
final	0.515	48.1	578
after detailed placement	0.956	44.4	546
after floorplan	1.32	-	340
after global placement	1.00	44.4	546
after CTS	0.507	48.1	578
after global routing	0.296	48.1	578
layout make-up:
| cell class | count | area [sq um] | area share [%] |
|---|---|---|---|
| Sequential cell | 146 | 4290 | 61.1 |
| Tap cell | 184 | 230 | 3.28 |
| Clock inverter | 14 | 105 | 1.50 |
| Inverter | 9 | 33.8 | 0.482 |
| Multi-Input combinational cell | 171 | 1600 | 22.8 |
| Clock buffer | 18 | 429 | 6.12 |
| Timing Repair Buffer | 36 | 328 | 4.68 |
cells by family after synthesis:
kind of cell | Yosys count
AOI/OAI and AO/OA | 33
xor gates and xnor gates | 6
adders and majority gates | 11
buffers and inverters | 23
DFF | 146
muxes | 44
and+or+nand+nor | 77
report_power, final:
group	total [uW]	switching (uW)	internal [uW]
registers	1690	15.5	1680
clock network	1380	600	777
logic	507	246	261
total	3580	862	2720
